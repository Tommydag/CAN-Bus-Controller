===== flow/design.v =====
`timescale 1ns / 1ps
module BaudGen(clk,rst,baud_clk);
input clk,rst;
output reg baud_clk;
parameter EndCount = 10'd800;
reg[9:0] count = 0;
always@(posedge clk)begin
	if(rst == 1) begin
		count <=10'd0;
		baud_clk <= 10'd0;
	end
	else if(count == EndCount) begin
		count <= 10'd0; 
		baud_clk <= ~baud_clk;
		end
	else begin
		count <= count + 10'd1;
		baud_clk <= baud_clk;
		end
	end
endmodule

===== flow/run.sh =====
#!/bin/bash
# OpenROAD 26Q1-2900-gdf79404cd8, Yosys 0.63+post, stock flow scripts
make -C /OpenROAD-flow-scripts/flow DESIGN_CONFIG=/design/flow/config.mk WORK_HOME=/design/flow/orfs finish

===== flow/config.mk =====
export PLATFORM = sky130hd
export DESIGN_NAME = BaudGen
export DESIGN_NICKNAME = BaudGen
export VERILOG_FILES = /design/flow/design.v
export SDC_FILE = /design/flow/constraint.sdc
export NUM_CORES = 4
export LEC_CHECK = 1
export CORE_AREA = 10 10 70 70
export DIE_AREA = 0 0 80 80

===== flow/constraint.sdc =====
current_design BaudGen

set clk_period 1.6
set clk_io_pct 0.2

create_clock -name clk0 -period $clk_period [get_ports {clk}]

set non_clock_inputs [all_inputs -no_clocks]
set_input_delay [expr $clk_period * $clk_io_pct] -clock clk0 $non_clock_inputs
set_output_delay [expr $clk_period * $clk_io_pct] -clock clk0 [all_outputs]

==> notes.md <==
## Pwr
* 0.000535 V — largest voltage drop on the vdd net
* 0.000118 W — net switching power
* 56.6% — share of total power in sequential cells
* 0.233 nW — static power due to leakage
* 0.000512 W — power after layout
* 755 mW/mm^2 — cell area power density
* 6.6% — Comb power frac
* 36.8% — part of the power in the clock network
* 23.0% — net switching fraction of the power
* 0.000394 W — cell-internal power

## Floorplanning
* 0.00640 sq mm — overall chip area
* 80 microns — Die X
* 3 — ports placed on the boundary
* 15.7% — initial standard-cell utilization of the core
* 21 — floorplan row count
* 80 microns — die height
* 0.00342 sq mm — core box area

## Setup path
* reg -> reg — critical path start-end classification
* 6 — maximum fanout along the worst path
* 1750 ps — required time at the endpoint of the critical path
* register — Worst Setup End Kind
* 1670 ps — Worst EP arrival
* register — kind of start point of the critical path

## CTS
* 0 — hold_buf cts
* 2 — number of buffers between clock root and the deepest sink
* sky130_fd_sc_hd__clkbuf_4 — Root Buffer Master
* 1 — count of H-tree levels built during CTS
* 3 — TritonCTS buffer count
* 270 ps — clock latency of the later-clocked register in the worst-skew pair
* built — TritonCTS clock tree
* 70 ps — clock transition at the registers of the reported paths
* 11 — clock sinks

## Synthesis
* 11 — FF+latch count, synth
* 0 — EDFF count, synth
* sky130_fd_sc_hd__dfxtp_1 (11), sky130_fd_sc_hd__nor2_1 (6), sky130_fd_sc_hd__inv_1 (5) — Post-synth top cells
* 24 — library cells used by synthesis
* 9.39 sq um — Avg Synthesized Cell Area
* sky130_fd_sc_hd__dfxtp_1 — dominant register cell
* sky130_fd_sc_hd__dfxtp_1 — Synth area leader
* sky130_fd_sc_hd__dfxtp_1 (41%), sky130_fd_sc_hd__o41ai_4 (5.1%), sky130_fd_sc_hd__ha_1 (4.7%) — top cells, area
* 1 — warning count from the yosys run
* 41.1% — area share of the leading cell type in the synthesized netlist
* sky130_fd_sc_hd__dfxtp_1 — top-count cell post-synth
* 0% — share of synthesized registers carrying an async set or reset
* 57 — Synth Instances
* 536 sq um — yosys stat chip area
* 536 sq um — area of the mapped netlist
* 57 — ys cells
* 41.1% — sequential area share after synthesis

## STA
* 476 ps — hold_ws
* 0 ps — sum of negative setup slack
* 0.660 GHz — Max Freq
* 75.3% — relative slew slack
* 0 — Final setup viols
* 370 ps — Tightest Pin Transition
* 0 — Pins Over Slew Limit
* 0 — hold violation count in the final report
* false — RSZ-0062 raised after global routing
* 94.8% — Period Utilization, post-route
* 1520 ps — Final Critical Period
* 1.06 ps — Layout Skew

## Routing
* 0 — antenna diode count
* 8.91 microns — Routed WL per cell
* 419 — total vias in the final route
* 0 — number of DRC violations after detailed routing
* 10 — drt initial violations
* 3.71 — via-per-instance ratio
* 0 — remaining number of nets flagged by the antenna check after routing
* 1010 microns — Detailed Route WL
* 4 — first drt pass iteration count

## Flow run
* 26 — count of tool warnings
* 0 — max-cap violation count

## Global route
* 403 — via count of the first global-routing pass
* 1740 microns — global-route wire length before repair
* 0 — Remaining Overflow, GRT
* 9 — maximum number of pins on one net before global-route repair
* 0 — antenna violations before repair
* 3.33% — gr usage total

## Place
* 2 — quantity of I/O buffers inserted on ports
* 0.736 — Routability Congestion
* 772 microns — DP HPWL

## Run status
* finished clean — run status

## Cells and area
* 22.4% — fraction of layout cells with a size suffix above 1
* 26.6% — area delta synth->final

## Hold path
* reg -> reg — class of the worst hold path

state kept, by name (all words and copies together) (netlist names):
name and flops:
baud_clk 1, count 10
cell usage in the layout (no fill, tap or decap), types with 2 or more instances in the layout:
cell / Yosys / routed
sky130_fd_sc_hd__a21oi_1: 4 / 4
sky130_fd_sc_hd__buf_4: 0 / 5
sky130_fd_sc_hd__clkbuf_4: 0 / 3
sky130_fd_sc_hd__clkdlybuf4s50_1: 0 / 2
sky130_fd_sc_hd__dfxtp_1: 11 / 11
sky130_fd_sc_hd__ha_1: 2 / 2
sky130_fd_sc_hd__inv_1: 5 / 5
sky130_fd_sc_hd__nand2_1: 2 / 2
sky130_fd_sc_hd__nand3_1: 4 / 4
sky130_fd_sc_hd__nor2_1: 6 / 6
sky130_fd_sc_hd__o21ai_0: 4 / 4
sky130_fd_sc_hd__or3_1: 3 / 3
sky130_fd_sc_hd__xor2_1: 2 / 2
layer usage:
layer  part of all wire [%]  vias up  track usage [%]  wire length (microns)
met2                     46        3             4.82                    460
met3                    4.2        2             1.59                     42
met4                    1.8        0            0.528                     18
met1                     48      193             4.48                    486
li1                       -      221                -                      -
met5                      0        -                0                      0
final cells by class:
| type | count | area (sq um) |
|---|---|---|
| Sequential cell | 11 | 220 |
| Clock buffer | 4 | 26.3 |
| Inverter | 5 | 18.8 |
| Timing Repair Buffer | 7 | 57.6 |
| Multi-Input combinational cell | 40 | 298 |
| Fill cell | 380 | 2740 |
| Tap cell | 46 | 57.6 |
power by group through the flow:
stage,clock (W),combinational (W),sequential (W)
4_1_cts,0.000195,0.0000327,0.000289
6_report,0.000188,0.0000340,0.000290
5_1_grt,0.000216,0.0000395,0.000291
metrics by stage:
stage / area (sq um) / std cells / util [%] / setup slack, ps
floorplan: 536 / 57 / - / 170
global placement: 638 / 108 / 18.7 / 87.0
detailed placement: 638 / 108 / 18.7 / 60.6
CTS: 664 / 112 / 19.5 / 48.4
global route: 678 / 113 / 19.9 / 12.9
finish: 678 / 113 / 19.9 / 83.7
critical path: stages, from the launching register on:
cell and delay (ps):
sky130_fd_sc_hd__dfxtp_1 340, sky130_fd_sc_hd__or3b_1 450, sky130_fd_sc_hd__o41ai_4 360, sky130_fd_sc_hd__buf_4 210
sky130_fd_sc_hd__a21oi_1 50
path summary, 6_finish.rpt:
| path | endpoint | startpoint | slack [ps] | depth (start not counted) |
|---|---|---|---|---|
| hold reg to reg | count[0] | count[0] | 480 | 1 |
| setup / recovery | count[8] | count[7] | 80 | 4 |
| setup reg to reg | count[8] | count[7] | 80 | 4 |
| hold / removal | count[0] | count[0] | 480 | 1 |
kinds of logic after synthesis:
group	count (synthesis)	share of synthesized area [%]
fa+ha+maj	2	4.67
simple gates	23	27.1
mux	1	2.10
compound gates	11	15.7
flops	11	41.1
xor+xnor	3	4.91
buf+inv	6	4.44
timing repair:
| action | in CTS | in global routing |
|---|---|---|
| endpoints found under the setup margin | 0 | 7 |
| resized | 0 | 1 |
| buffers inserted | 0 | 1 |
| endpoints found under the hold margin | 0 | 0 |
No activity file was given, so power comes from the tool's default toggle rates.
