$ cat design/flow/config.mk
export PLATFORM = sky130hd
export DESIGN_NAME = shift_reg
export DESIGN_NICKNAME = shift_reg
export VERILOG_FILES = /design/flow/design.v
export SDC_FILE = /design/flow/constraint.sdc
export NUM_CORES = 4
export LEC_CHECK = 1
export CORE_UTILIZATION = 50
$ cat design/flow/constraint.sdc
current_design shift_reg

set clk_period 3.8
set clk_io_pct 0.2

create_clock -name clk0 -period $clk_period [get_ports {baud_clk}]

set non_clock_inputs [all_inputs -no_clocks]
set_input_delay [expr $clk_period * $clk_io_pct] -clock clk0 $non_clock_inputs
set_output_delay [expr $clk_period * $clk_io_pct] -clock clk0 [all_outputs]
$ cat design/flow/design.v
`timescale 1ns / 1ps
module shift_reg(
    input rx,
    output reg[(reg_length-1):0] shifted_bus,
	output reg finished_rx,
    input rst,
    input baud_clk
    );
	parameter reg_length = 150;
	initial finished_rx = 0;
	parameter idle = 2'b00, reading = 2'b01, finished = 2'b10, finished_and_waiting = 2'b11;
	reg[1:0] current_state, next_state;
	reg [(reg_length-1):0] bitShiftReg = {reg_length{1'b1}};
	always @(posedge baud_clk or posedge rst) begin
		if(rst) begin
			bitShiftReg <= {reg_length{1'b1}};
			current_state <=  idle;
		end
		else begin
			current_state <= next_state;
			bitShiftReg <= {bitShiftReg[(reg_length-2):0],rx};
		end
	end
	always @(rx or bitShiftReg or current_state) begin
		case(current_state) 
			idle: begin
				if(rx == 1)
					next_state <= idle;
				else 
					next_state <= reading;
				end
			reading: begin
				if(bitShiftReg[6:0] == {7{1'b1}})
					next_state <= finished;
				else
					next_state <= reading;
				end
			finished: begin
				next_state<= finished_and_waiting;
			end
			default: begin
				next_state<=idle;
			end
		endcase
	end
	always @ (current_state) begin
		if(current_state == finished)
			finished_rx <= 1;
		else
			finished_rx <= 0;
	end
	always @ (posedge finished_rx or posedge rst) begin
		if(rst) 
			shifted_bus <= {reg_length{1'b1}};
		else
			shifted_bus <= bitShiftReg;
	end
endmodule
$ cat design/flow/run.sh
#!/bin/bash
# OpenROAD 26Q1-2900-gdf79404cd8, Yosys 0.63+post, stock flow scripts
make -C /OpenROAD-flow-scripts/flow DESIGN_CONFIG=/design/flow/config.mk WORK_HOME=/design/flow/orfs finish
==> results.ini <==
[floorplanning]
fp_util_pct=52.0
die_area_sq_mm=0.0166
die-width_um=129
io_pins=154
rows=45
coreArea_sq_mm=0.0154
die_h_um=129

[timing]
untimed_endpoints=300
worst_pin_slew_ns=0.741
timing.fmax_ghz=0.397
fin_crit_ns=2.52
unclocked_regs=150
drv_slew=0
rsz0062_at_grt=no
finalWorstSetupSlack_ns=1.28
hold_violations=0
tns_ns=0
setup_viol=0
max-slew-margin-rel_pct=50.6
min_period_over_period_pct=66.3
clock_skew_ns=0.00607

[pwr]
max-vdd-ir-drop_mv=0.303
leakagePower_nw=4.04
power_mw=3.47
power.density_mw_per_mm2=331

[synth]
netlist_area_sq_mm=0.00803
ys_cells=313
post_synth.cell_area_avg_sq_um=25.7
numSynthFlops=304
ys_area_sq_mm=0.00803
synth.cellmix.compoundShare_pct=0.218
synthTopCellsByArea=dfstp_2 (99%), dfrtp_1 (0.94%), inv_1 (0.14%), o21ai_1 (0.12%), a21o_1 (0.094%)
edf_count=0
async_reset_ff_share_pct=100
ys_top_logic_family=AND-OR/OR-AND gates
ys_sh_simple_pct=0.203
syn_inst=313
ys.warnings.count=1
ys_sh_adder_pct=0
synthFlopType=dfstp_2
largest_area_cell=dfstp_2
ys_seq_share_pct=99.4
synth_cell_types=8
top_area_share_pct=98.5
mux_share_pct=0
xor_area_share_pct=0
top_cells_by_count=dfstp_2 (301), dfrtp_1 (3), inv_1 (3), o21ai_1 (2)
synth.most_common_cell=dfstp_2

[critical_path]
crit_type=reg2out
cp_slowest_cell=dfrtp_4
cp.arrival_ns=1.76
cp_max_fo=66
path_delay_family=flip-flops
cp.depth=1
startpoint_type=flop
crit_required_ns=3.04
reg2reg_depth=3
cpPeakStageDelay_ns=0.78
end_kind=primary output
path_cells=clkdlybuf4s50_1
critPathBufInv=1

[cts]
cts_htree_levels=4
cts_buffers=17
clock.latency.late_pin_ns=0.41
ctsLongestPathBuffers=2
holdBufCountCts=0
cts_root_buf=clkbuf_16
cts_resized=0
cts_setup_buffers=0
path_clk_slew_ns=0.06
cts_tree=built

[global_route]
grt.total_usage_pct=15.9
grt_pass1_vias=3309
grt_pass1_wl_um=17800
antenna_found_initial=0
grt_overflow=0
grt_max_degree=122

[layout]
final_cells=713
layout-drive-gt1-share_pct=66.9
fill_cells=981
area_delta_synth_final_pct=30.6

[detailed_routing]
diodes=0
drtIter0Drc=74
drt_first_pass_iters=3
drtAntennaViolNets=0
wl_per_cell_um=15.4
via_count=3122
routed_wl_um=11000
drc=0
vias_per_cell=4.38

[placement]
dp.cells=682
io_buffers=153
place_ws_ns=1.62
place.detailed.hpwl_um=6880
finalWeightedCongestion=0.745

[run_status]
status=complete, no violations

[job]
maxCapViolations=0
log.warning_count=28

[hold_path]
hold_path_depth=0
hold_class=reg2reg

==> routing by layer <==
layer	GRT usage [%]	vias up	part of all wire, %
met4	1.73	0	1.0
met1	26.6	1673	41
met3	8.39	9	12
met5	0	-	0
li1	-	1322	-
met2	22.1	118	47
==> cell families (layout without fill, tap and decap cells) <==
logic type,count (synthesis),count (layout)
AOI/OAI and AO/OA,3,3
buffers and inverters,3,192
DFF,304,304
and+or+nand+nor,3,3
==> stage by stage <==
step	util, %	cell area (sq um)	hold WS, ns
2_1_floorplan	-	8030	0.354
3_3_place_gp	64.1	9890	0.355
3_5_place_dp	64.1	9890	0.356
4_1_cts	68.0	10500	0.360
5_1_grt	68.0	10500	0.360
6_report	68.0	10500	0.360
==> sequential cells by signal (all words and copies together), names as in the netlist <==
name	flops
bitShiftReg	150
current_state	4
shifted_bus	150
==> report_power, final <==
part	internal (mW)	leakage [nW]	switching (mW)
logic	0.0116	0.602	0.0590
registers	1.72	3.15	0.0182
clock network	1.05	0.289	0.607
==> area by class of cell <==
class	count	area, sq um	share of cell area, %
Clock buffer	25	505	4.82
Clock inverter	6	86.3	0.823
Inverter	3	15.0	0.143
Multi-Input combinational cell	6	33.8	0.322
Sequential cell	304	7990	76.2
Tap cell	211	264	2.52
Timing Repair Buffer	158	1590	15.2
==> placed cells by master (no fill, tap or decap), types with 3 or more instances in the layout <==
| cell | n |
|---|---|
| clkbuf_1 | 3 |
| dfstp_2 | 301 |
| buf_4 | 3 |
| clkbuf_8 | 5 |
| clkbuf_16 | 17 |
| clkdlybuf4s50_1 | 153 |
==> final timing paths <==
path / from / slack [ns] / to
max: current_state[1]$_DFF_PP0_ / 1.28 / finished_rx
min: bitShiftReg[23]$_DFF_PP1_ / 0.36 / bitShiftReg[24]$_DFF_PP1_
max reg2reg: bitShiftReg[3]$_DFF_PP1_ / 2.74 / current_state[2]$_DFF_PP0_
min reg2reg: bitShiftReg[23]$_DFF_PP1_ / 0.36 / bitShiftReg[24]$_DFF_PP1_
max in group asynchronous: rst / 2.08 / bitShiftReg[125]$_DFF_PP1_
min in group asynchronous: rst / 1.10 / bitShiftReg[133]$_DFF_PP1_
Power and IR drop assume default switching activity.
